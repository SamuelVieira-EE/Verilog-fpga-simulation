### flow/config.mk
export PLATFORM = sky130hd
export DESIGN_NAME = calculator
export DESIGN_NICKNAME = calculator
export VERILOG_FILES = /design/flow/design.v
export SDC_FILE = /design/flow/constraint.sdc
export NUM_CORES = 4
export LEC_CHECK = 1
export CORE_UTILIZATION = 30
### flow/design.v
`timescale 1ns / 1ps
module calculator(
    input [2:0]a,
    input [2:0]b,
    input subtract,
    input calc_button,
    input clk,
    output reg [2:0]result,
    output reg overflow,  
    output reg [6:0]seg,  
    output reg [7:0]an  
    );
    reg [2:0] temp;  
     always @(posedge clk) begin
        if (calc_button) begin          
            if (subtract) begin          
                temp = a + (~b) + 3'b001;   
                result <= temp;         
                overflow <= (a[2] == ~b[2]) && (temp[2] != a[2]);  
            end else begin
                temp = a + b;
                result <= temp;
                overflow <= (a[2] == b[2]) && (temp[2] != a[2]);  
            end
        end
    end
    function [6:0] decode_7seg;
        input [3:0] digit;
        begin
            case(digit)  
                4'd0: decode_7seg = 7'b1000000;   
                4'd1: decode_7seg = 7'b1111001;   
                4'd2: decode_7seg = 7'b0100100;   
                4'd3: decode_7seg = 7'b0110000;   
                4'd4: decode_7seg = 7'b0011001;   
                4'd10: decode_7seg = 7'b0111111;  
                default: decode_7seg = 7'b1111111;  
            endcase
        end
    endfunction
    reg [19:0] refresh_counter;  
    reg [2:0] display_select;  
    always @(posedge clk) begin
        if (refresh_counter == 100000) begin   
            refresh_counter <= 0;              
            display_select <= display_select + 1;
        end else begin
            refresh_counter <= refresh_counter + 1;
        end
    end
    always @(*) begin
        an = 8'b11111111;   
        an[display_select] = 0;   
    end
    always @(*) begin
    seg = 7'b1111111;
    if (display_select == 0) begin
        if (a[2] == 1)
            seg = decode_7seg(10);   
        else
            seg = decode_7seg(15);   
    end
    if (display_select == 1) begin
        if (a[2] == 1)
            seg = decode_7seg((~a) + 1);   
        else
            seg = decode_7seg(a);          
    end
    if (display_select == 2) begin
        if (b[2] == 1)
            seg = decode_7seg(10);  
        else
            seg = decode_7seg(15);  
    end
    if (display_select == 3) begin
        if (b[2] == 1)
            seg = decode_7seg((~b) + 1);
        else
            seg = decode_7seg(b);
    end
    if (display_select == 4) begin
        if (result[2] == 1)
            seg = decode_7seg(10);  
        else
            seg = decode_7seg(15);  
    end
    if (display_select == 5) begin
        if (result[2] == 1)
            seg = decode_7seg((~result) + 1);
        else
            seg = decode_7seg(result);
    end
end
endmodule
### flow/constraint.sdc
current_design calculator

set clk_period 2.8
set clk_io_pct 0.2

create_clock -name clk0 -period $clk_period [get_ports {clk}]

set non_clock_inputs [all_inputs -no_clocks]
set_input_delay [expr $clk_period * $clk_io_pct] -clock clk0 $non_clock_inputs
set_output_delay [expr $clk_period * $clk_io_pct] -clock clk0 [all_outputs]
### flow/run.sh
#!/bin/bash
# OpenROAD 26Q1-2900-gdf79404cd8, Yosys 0.63+post, stock flow scripts
make -C /OpenROAD-flow-scripts/flow DESIGN_CONFIG=/design/flow/config.mk WORK_HOME=/design/flow/orfs finish
==> ci_impl_report.md <==
### Yosys + OpenROAD results

| Metric | Value |
|---|---|
| Status | finished clean |
| Global Route Usage Sum | 13.1% |
| Worst-path cell chain | inv_2 -> ha_4 -> or4b_4 -> nor3_4 -> buf_4 -> a221oi_2 -> clkdlybuf4s50_1 |
| Mapped cell area | 1790 µm² |
| GPL Wtd Cong | 0.866 |
| Fill cells | 546 |
| Peak VDD IR | 0.000156 V |
| Fin. Hold Viols | 0 |
| Share of layout cells above drive strength 1 | 16.4% |
| Pwr Density | 322 nW/µm² |
| OpenROAD warning count | 33 |
| Clock skew | 0.00935 ns |
| Post-Syn Instances | 202 |
| P_leak | 0.920 nW |
| Synth Flop Type | dfxtp_1 |
| Synth warn | 1 |
| Htree depth | 1 |
| Hold slack | 0.466 ns |
| Top cells, area | dfxtp_1 22%, edfxtp_1 12%, ha_1 10% |
| Yosys stat chip area | 1790 µm² |
| Final setup vio count | 0 |
| Synth Seq Share | 34.1% |
| Area leader share | 22.4% |
| First-pass iteration count of the detailed router | 4 |
| Final Critical Period | 2.74 ns |
| IO Pins | 28 |
| Vias in the first global route | 1423 |
| Clock transition at the registers of the reported paths | 0.10 ns |
| Slowest stage delay, CP | 0.49 ns |
| Worst setup margin | 0.0634 ns |
| Largest net degree at the start of global routing | 17 |
| Most common cell in the synthesized netlist | nor2_1 |
| Final worst-path cycle share | 97.7% |
| CTS Buffer Depth | 2 |
| Vias/cell | 4.81 |
| WP data arrival | 2.18 ns |
| Die y size | 79.2 µm |
| Post-synth cell types | 47 |
| Gate power share | 16.2% |
| Rows | 27 |
| Antenna violations before repair | 0 |
| Async set-or-reset flop fraction in the synthesized netlist | 0% |
| Critical Path Stages | 7 |
| Starting Density | 31.7% |
| CTS root buffer | clkbuf_8 |
| Total CTS buffers | 3 |
| Hold path cells | 1 |
| CP bufs+invs | 3 |
| Clk latency late pin | 0.27 ns |
| Post-synth top cells | 25 x nor2_1, 20 x dfxtp_1, 19 x inv_1 |
| Die W | 79.2 µm |
| DP HPWL | 2770 µm |
| Wire length per cell | 11.5 µm |
| Switching Fraction | 23.6% |
| Crit path launch type | flip-flop |
| ANT nets after route | 0 |
| GRT overflow | 0 |
| Post-synth EDFFs | 7 |
| Initial DRC count | 41 |
| Slowest cell on crit path | or4b_4 |
| Die area | 6270 µm² |
| Worst Path Required | 2.24 ns |
| Maxcap violations | 0 |
| Global-route wire length before repair | 6610 µm |
| CTS tree | yes |
| Remaining DRCs | 0 |
| P_sw | 0.000181 W |
| Setup slack at placement | -0.196 ns |
| Final Util | 42.1% |
| Final WL | 3650 µm |
| Hold Crit Class | reg -> reg |
| Clock power frac | 28.9% |
| Vias | 1520 |
| Crit. End Element | output pin |
| Synth Area per Inst | 8.85 µm² |
| R2R cell count | 3 |
| Worst-Margin Slew | 0.518 ns |
| Max-slew headroom | 65.3% |
| CP Class | reg -> out |
| Post-synth top area cell | dfxtp_1 |
| RSZ-0062 raised after global routing | yes |
| Register bit total from synthesis | 27 |
| Yosys cell count | 202 |
| Area grow syn2layout | 32.8% |
| Reg power frac | 54.8% |
| Family with the most delay on the worst path | buffers and inverters |
| # clock sinks | 27 |
| Fmax | 365 MHz |
| Final Max-Slew Violation Tally | 0 |
| Critical path peak fanout | 3 |
| I/O Buffers | 27 |
| Internal power | 0.000584 W |
| N_diodes | 0 |
| Core ar. | 5640 µm² |
-- worst register-to-register path, delay by kind of cell (launching register included) --
family	cells	cell delay, ns
and+or+nand+nor	3	1.01
DFF	1	0.38
-- cells in the final DEF, fill, tap and decap left out, types with 4 or more instances in the layout --
master,netlist,routed
nor2_1,25,24
dfxtp_1,20,20
inv_1,19,17
clkdlybuf4s50_1,0,16
buf_4,2,16
nand2_1,14,14
xnor2_1,14,14
ha_1,15,9
nand4_1,8,8
nand3_1,8,7
edfxtp_1,7,7
nor3_1,6,6
xor2_1,6,6
dlygate4sd2_1,0,6
nand2b_1,5,5
a21oi_1,6,5
dlymetal6s2s_1,0,5
nor4_1,4,4
-- area by class of cell --
cell class | instances | area (µm²) | area share, %
repair buffers | 43 | 395 | 16.7
multi-input cells | 151 | 1160 | 48.8
clock buffers | 3 | 41.3 | 1.74
inverters | 19 | 71.3 | 3.00
flip-flops and latches | 27 | 611 | 25.7
well taps | 72 | 90.1 | 3.80
clock inverters | 1 | 6.26 | 0.264
-- power groups by stage --
stage / registers (W) / logic (W) / clock network [W]
4_1_cts: 0.000420 / 0.000124 / 0.000231
6_report: 0.000420 / 0.000124 / 0.000221
5_1_grt: 0.000421 / 0.000140 / 0.000243
-- path summary, 6_finish.rpt --
check / startpoint / endpoint / slack (ns)
worst max register to register: refresh_counter[3]$_SDFF_PN0_ / display_select[0]$_DFFE_PN_ / 1.08
worst min register to register: refresh_counter[0]$_SDFF_PN0_ / refresh_counter[0]$_SDFF_PN0_ / 0.47
worst min-delay path: refresh_counter[0]$_SDFF_PN0_ / refresh_counter[0]$_SDFF_PN0_ / 0.47
worst max-delay path: display_select[1]$_DFFE_PN_ / seg[2] / 0.06
-- sequential cells by signal, summed over array words and instances (netlist names) --
name,flops
refresh_counter,20
result,3
display_select,3
overflow,1
-- logic make-up (layout without fill, tap and decap cells) --
logic type | Yosys count | in the layout | share of synthesized area, %
DFF | 27 | 27 | 34.1
xor gates and xnor gates | 20 | 20 | 9.80
adders and majority gates | 17 | 17 | 12.7
muxes | 2 | 2 | 1.19
buffers and inverters | 24 | 66 | 5.88
and+or+nand+nor | 85 | 85 | 25.3
AOI/OAI and AO/OA | 27 | 27 | 10.9
-- timing repair --
action,in CTS,in global routing
hold buffers,0,0
buffers inserted,1,1
hold endpoints to repair,0,0
setup endpoints to repair,6,8
pin swaps,5,4
gates resized,21,10
-- routing by layer --
layer  GRT usage (%)  share of wire (%)
met5               0                  0
met4            1.45               0.66
met3           0.933                4.4
met2            20.1                 43
met1            21.2                 51
-- through the flow --
step	power (W)	std cells	area, µm²	setup TNS (ns)
after global placement	0.000554	310	2220	-0.813
after floorplan	0.000481	202	1790	0
final	0.000765	316	2370	0
after CTS	0.000774	315	2330	0
after global routing	0.000804	316	2370	-0.0564
after detailed placement	0.000554	310	2220	-0.861
Power is estimated from default activity; no workload was simulated.
